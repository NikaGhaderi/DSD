[constraint.sdc]
current_design adder

set clk_period 6.2
set clk_io_pct 0.2

create_clock -name clk0 -period $clk_period

set non_clock_inputs [all_inputs -no_clocks]
set_input_delay [expr $clk_period * $clk_io_pct] -clock clk0 $non_clock_inputs
set_output_delay [expr $clk_period * $clk_io_pct] -clock clk0 [all_outputs]
[design.v]
module FullAdder(s, cout, a, b, cin);
 input a, b, cin;
 output cout, s;
 wire s0, c0, c1;
 HalfAdder ha0(s0, c0, a, b);
 HalfAdder ha1(s, c1, cin, s0);
 assign cout = c0 | c1;
endmodule
module HalfAdder(s, c, a, b);
 input a, b;
 output s, c;
 reg s, c;
 always @ (a or b)
    #3 s = a ^ b;
  always @ (a or b)
    #2 c = a & b;
endmodule
module adder(input [7:0] a,b, input cin, output [7:0] s, output cout);
 wire c0, c1, c2, c3, c4, c5, c6;
 FullAdder fa0(s[0], c0, a[0], b[0], cin);   
 FullAdder fa1(s[1], c1, a[1], b[1], c0);    
 FullAdder fa2(s[2], c2, a[2], b[2], c1);    
 FullAdder fa3(s[3], c3, a[3], b[3], c2);    
 FullAdder fa4(s[4], c4, a[4], b[4], c3);    
 FullAdder fa5(s[5], c5, a[5], b[5], c4);    
 FullAdder fa6(s[6], c6, a[6], b[6], c5);    
 FullAdder fa7(s[7], cout , a[7], b[7], c6);    
endmodule
[config.mk]
export PLATFORM = sky130hd
export DESIGN_NAME = adder
export DESIGN_NICKNAME = adder
export VERILOG_FILES = /design/flow/design.v
export SDC_FILE = /design/flow/constraint.sdc
export NUM_CORES = 4
export LEC_CHECK = 1
export CORE_AREA = 10 10 70 70
export DIE_AREA = 0 0 80 80
[run.sh]
#!/bin/bash
# OpenROAD 26Q1-2900-gdf79404cd8, Yosys 0.63+post, stock flow scripts
make -C /OpenROAD-flow-scripts/flow DESIGN_CONFIG=/design/flow/config.mk WORK_HOME=/design/flow/orfs finish
==> Changelog: implementation <==
### Changed

- Place WS: -0.2879 ns
- DR vias: 209
- Remaining Overflow, GRT: 0
- WL final: 790 um
- N_diodes: 0
- Reg area: 0 um^2
- Slew Viols, Final: 0
- Maxcap violations: 0
- Final GP Congestion: 0.8137
- Die Area: 0.006400 mm^2
- Die Y: 80 um
- Slew @ Worst Pin: 0.1071 ns
- Ports: 26
- Post-CTS Setup Inserts: 0
- Mapped Area: 250.2 um^2
- Final hold violations: 0
- Pleak: 0.1992 nW
- OpenROAD warning count: 32
- Max-area cell share: 0.6400
- Global-route wire length before repair: 1173 um
- Peak supply drop: 0.00002494 V
- Worst rel slew slack: 0.9284
- Pwr/cell area: 86.62 mW/mm^2
- Drt pass-1 iters: 1
- Flops: 0
- Mapped Cells: 24
- Non-Filler Instances: 88
- Largest net degree at the start of global routing: 2
- YS chip area: 250.2 um^2
- Post-synth top area cell: fa_1
- Core box area: 0.003416 mm^2
- Vias per cell: 2.375
- Area Growth Syn to Fin: 109.0%
- Worst EP required: 4.96 ns
- Antenna violations before repair: 0
- CP arrival: 4.82 ns
- CP Max Fanout: 1
- Final HPWL DP: 784.6 um
- Min setup slack post-route: 0.1403 ns
- Placed insts: 88
- Post-synth top cells: buf_4 (8), fa_1 (8), inv_1 (8)
- Die Wd: 80 um
- Util after Layout: 0.1531
- FP Rows: 21
- Synth Area per Inst: 10.43 um^2
- Ratio of cells with drive above 1 in the final layout: 0.1905
- Post-synth area hogs: fa_1 (64%), buf_4 (24%), inv_1 (12%)
- Yosys cell count: 24
- First DRT Iteration DRCs: 0
- Register share after synthesis: 0
- ANT nets after route: 0
- Worst hold path class: in2out
- GRT Resource Usage Total: 0.02355
- FMAX: 165.0 MHz
- Crit path launch type: primary input
- WL/cell: 8.977 um
- Final min period: 6.060 ns
- CTS Hold Bufs: 0
- Residual DRC: 0
- Fp util: 0.07326
- Filler instances: 401
- Clock buffers: 0
- Vias in the first global route: 240
- Yosys warns: 1
- Setup Crit Path Kind: in2out
- IO buf count: 26
- Crit path capture type: output port
- Final setup viols: 0
- RSZ-0062 raised after global routing: no
- Cycle use final: 0.9774
- Status: finished, final reports clean
- Cell Type Count: 3
-- cell type report --
cell class,count,area (um^2),share of cell area
Inverter,8,30.03,0.05742
Multi-Input combinational cell,8,177.7,0.3397
Tap cell,46,57.56,0.1100
Timing Repair Buffer,26,257.7,0.4928
-- worst max-delay path, cell delays in order --
cell and delay, ns:
dlygate4sd2_1 0.25, fa_2 0.36, fa_2 0.35, fa_2 0.36, fa_2 0.35, fa_2 0.35, fa_2 0.36, inv_2 0.06
fa_2 0.19, fa_1 0.41, inv_1 0.07, clkdlybuf4s50_1 0.47
-- path summary, 6_finish.rpt --
path              startpoint    to  slack, ns  depth (start not counted)
hold / removal          a[0]  s[0]       3.33                          3
setup / recovery        b[0]  s[7]       0.14                         12
-- through the flow --
stage	setup TNS, ns	power [W]	area, um^2	hold WS [ns]
finish	0	0.00004530	523.0	3.333
CTS	0	0.00004731	523.0	3.341
global placement	-0.3708	0.00004502	508.0	3.545
detailed placement	-0.4248	0.00004540	508.0	3.549
floorplan	0	0.00002129	250.2	2.694
global route	0	0.00005141	523.0	3.371
-- power breakdown --
| part | switching [W] | total (W) | internal (W) |
|---|---|---|---|
| combinational | 0.0000125 | 0.0000453 | 0.0000328 |
| clock | 0 | 0 | 0 |
| sequential | 0 | 0 | 0 |
-- layout by cell type (no fill, tap or decap), drive strengths merged --
master / synthesis / final
clkdlybuf4s50: 0 / 23
clkdlybuf4s15: 0 / 1
fa: 8 / 8
inv: 8 / 8
dlygate4sd2: 0 / 2
-- cell families after synthesis --
kind of cell             count (synthesis)  synth area share
adder cells (fa/ha/maj)                  8            0.6400
buffers and inverters                   16            0.3600
-- metal layers --
layer	wire length [um]	track usage	vias to the layer above
li1	-	-	92
met1	328	0.02917	92
met2	204	0.02809	25
met3	258	0.02614	0
met4	0	0	0
met5	0	0	-
-- repair_timing --
action                                 in CTS  in global routing
pin swaps                                   8                  5
gates resized                              12                  0
setup endpoints to repair                   2                  1
endpoints found under the hold margin       0                  0
Power figures rest on the tool's default switching activity, not on a simulated workload.
