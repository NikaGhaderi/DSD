File: design/flow/run.sh
#!/bin/bash
# OpenROAD 26Q1-2900-gdf79404cd8, Yosys 0.63+post, stock flow scripts
make -C /OpenROAD-flow-scripts/flow DESIGN_CONFIG=/design/flow/config.mk WORK_HOME=/design/flow/orfs finish
File: design/flow/config.mk
export PLATFORM = sky130hd
export DESIGN_NAME = tcam
export DESIGN_NICKNAME = tcam
export VERILOG_FILES = /design/flow/design.v
export SDC_FILE = /design/flow/constraint.sdc
export NUM_CORES = 4
export LEC_CHECK = 1
export CORE_AREA = 10 10 77 77
export DIE_AREA = 0 0 87 87
File: design/flow/constraint.sdc
current_design tcam

set clk_period 1.5
set clk_io_pct 0.2

create_clock -name clk0 -period $clk_period [get_ports {clk}]

set non_clock_inputs [all_inputs -no_clocks]
set_input_delay [expr $clk_period * $clk_io_pct] -clock clk0 $non_clock_inputs
set_output_delay [expr $clk_period * $clk_io_pct] -clock clk0 [all_outputs]
File: design/flow/design.v
module comparator #(
    parameter MEM_SIZE = 16,
    parameter MEM_LENGTH = 16 
) (
      a,
      b,
      match
);
    input   [MEM_LENGTH-1:0]  a;
    input   [MEM_LENGTH-1:0]  b;
    output          match;
wire    [MEM_LENGTH-1:0]  matches;
genvar i;
generate
    for(i = 0; i < MEM_LENGTH; i = i + 1) begin
        assign matches[i] = a[i] === 1'bx || b[i] === 1'bx || ~(a[i] ^ b[i]);
    end
endgenerate
assign match = &matches;
endmodule
module tcam #(
    parameter MEM_SIZE   =  16,
    parameter MEM_LENGTH =  16 
) (
              clk,
              rstN,
              we,
              waddr,
              data,
              search,
              saddr,
              sdata,
              found
);
    input                            clk;
    input                            rstN;
    input                            we;
    input   [$clog2(MEM_SIZE)-1:0]   waddr;
    input   [MEM_LENGTH-1:0]         data;
    input                            search;
    output  [$clog2(MEM_SIZE)-1:0]   saddr;
    output  [MEM_LENGTH-1:0]         sdata;
    output                           found;
    reg     [MEM_LENGTH-1:0]         mem [MEM_SIZE-1:0];
    wire    [MEM_SIZE:0]             matches;
    reg     [$clog2(MEM_SIZE)-1:0]   search_res;
    reg     [$clog2(MEM_SIZE)-1:0]   addrx;
    reg     [MEM_LENGTH-1:0]         datax;
  always @* begin
        addrx = {$clog2(MEM_SIZE){1'bx}};
        datax = {MEM_LENGTH{1'bx}};
    end
assign saddr = search ? search_res : addrx;
assign sdata = search ? mem[search_res] : datax;
assign found = (|matches) & search & (|matches !== 1'bx);
genvar i;
generate
    for (i = 0; i < MEM_SIZE; i = i + 1)
        comparator #(MEM_SIZE, MEM_LENGTH) cmp(mem[i], data, matches[i]);
endgenerate
integer j, z;
always @(posedge clk or negedge rstN) begin
    if (~rstN) begin
        for (j = 0; j < MEM_SIZE; j = j + 1)
            mem[j]  = 0;
        search_res = 0;
    end
    else if (we)
        mem[waddr] = data;
    else begin
        search_res = addrx;
        if (search && found)
            for (z = 0; z < MEM_SIZE; z = z + 1)
                if (search_res === addrx && matches[z]) search_res = z;
    end 
end
endmodule
==> run summary <==
The synthesis and PnR run went through. The run finished with clean final reports. The die covers between 7000 and 8000 sq um. Setup repair after global routing left no endpoint under its margin. Endpoints with negative setup slack in the final report add up to 0. Slack of the critical path landed at 0.03671 ns. Register-to-register path setup slack landed at 0.73 ns.

Per STA, the startpoint of the critical path is waddr[0]. Clock transition at the registers of the reported paths landed at around 0.060 ns. The script extracted a total leakage power of between 0.5 and 0.6 nW. Number of I/O port buffers landed at 38. For this block, the via count after detailed routing is between 400 and 500.

Final worst clock skew landed at 0 ns. Max-slew check failures listed in the final report amount to 0. The first detailed-routing pass took 2 iterations. Maximum buffer depth of the clock tree landed at 2. Number of antenna violations at the first check in global routing landed at 0. Total core area landed at around 4400 sq um. Once layout is complete, the utilization of the core stands at between 20% and 30%.

Number of placed instances, taps included landed at approximately 130. Wire length per cell after detailed routing landed at between 10 and 15 microns. Logic depth of the worst register-to-register path landed at 1. In the Yosys report, the sequential cells make up between 60% and 70% of the chip area. Number of remaining DRC errors landed at 0. The register with the most flip-flops in the layout has 16 of them. Looking at the post-CTS report, the setup buffer insertion count equals 0. The report counts max-capacitance violations totalling 0. STA puts the critical path data required time at approximately 1.6 ns. Via count of the first global-routing pass landed at roughly 500. In the final report, the number of hold violations comes to 0. The cell area that synthesis handed to floorplanning was 660.6 sq um. The first global-routing pass estimated 2829 microns of wire. The die is just under 90 microns tall. Yosys reports a chip area of ~660 sq um. STA classifies the critical path startpoint as an input port. Looking at the setup timing report, the critical path kind is in -> reg. Post-synthesis area per instance landed at 16.11 sq um. The design draws around 1.3 mW. The worst setup path is captured at a register. In this run the layout overhead on the synthesized area is reported as 82.39%. Overall routing resource usage recorded by global route was 4.784%. Number of warnings in the stage logs landed at 25. Overall die width landed at ~87 microns. The root buffer cell chosen for the clock tree is sky130_fd_sc_hd__clkbuf_8.

Global route summary, busiest routing layer listed as met2. In this build the clock could be raised as far as just under 0.7 GHz. The report shows a maximum critical-path fanout of 8. After layout, the minimum clock period comes to ~1.5 ns. Flip-flop and latch count after synthesis landed at 16.

For this design, Yosys synthesis ends with a cell count of 41. Power per standard cell area landed at approximately 1100 nW/um^2. Global-route met2 utilization landed at under 10%.

Initial cell density of the core landed at 15.17%. The number of different library cells used by synthesis comes to 7. At the later pin of the worst-skew pair, clock insertion delay measures between 0.2 and 0.25 ns. After detailed routing, the number of vias per cell comes to between 3 and 4. For the worst reg-to-reg path, the endpoint reported by OpenROAD is mem[0][8]. Number of levels the H-tree was split into landed at 1. Number of antenna repair diodes landed at 0. The tightest min-delay check is of the in -> async type. TritonCTS built the clock tree. Maximum number of pins on one net before global-route repair landed at 17. The Yosys step of the flow raised 4 warnings. Count of clock tree sinks landed at 16.

The final report lists a non-filler cell total of between 100 and 150. Met1 usage landed at 5.649%. Overflow left after global routing landed at 0.

Number of buffers added by the clock tree synthesis step landed at 3. Worst voltage drop across the vdd grid landed at between 300 and 400 uV. According to the I/O placement log, the pin count is ~45. In the layout the commonest cells are 34 x sky130_fd_sc_hd__clkdlybuf4s50_1, 16 x sky130_fd_sc_hd__dfrtp_1, 13 x sky130_fd_sc_hd__mux2_2. Worst slack at placement landed at -0.2439 ns.

Post-route antenna net violation count landed at 0. Routability-driven placement finished with a final weighted congestion of roughly 0.69. For this block, the routed nets add up to between 1500 and 2000 microns of wire.

Fraction of layout instances using a drive strength above 1 landed at around 30%. Global routing met3 resource utilization landed at ~3%. In this run the critical register-to-register path is launched from mem[0][8]. Share of the clock period used by the worst path landed at a little over nine tenths. STA puts the critical path data arrival time at 1.59 ns. Cell count after synthesis landed at around 41. Violation count after the first detailed-route iteration landed at 2. The library cell used most frequently in the layout, excluding fill and tap cells, is sky130_fd_sc_hd__clkdlybuf4s50_1. Count of standard-cell rows landed at 24.
## critical path: stages
cell                              delay, ns
sky130_fd_sc_hd__clkdlybuf4s50_1       0.44
sky130_fd_sc_hd__nor4_4                0.28
sky130_fd_sc_hd__clkbuf_16             0.24
sky130_fd_sc_hd__mux2_2                0.33
## per-stage QoR
step	instance area, sq um	TNS, ns	hold slack [ns]
detailed placement	1096	-3.806	0.4982
global placement	1096	-3.668	0.4898
global route	1205	0	0.3791
CTS	1151	0	0.3777
floorplan	671.9	0	0.004409
finish	1205	0	0.3712
## cells by family after synthesis
group	count (synthesis)	share of synthesized area, %
buffers and inverters	6	7.387
DFF	16	60.61
muxes	16	27.27
other	1	0.5676
and+or+nand+nor	2	4.167
## synth_stat cells
cell                       count  area [sq um]
sky130_fd_sc_hd__buf_6         1         11.26
sky130_fd_sc_hd__conb_1        1         3.750
sky130_fd_sc_hd__buf_4         5         37.54
sky130_fd_sc_hd__mux2_2       16         180.2
sky130_fd_sc_hd__nor4_4        1         21.27
sky130_fd_sc_hd__nand2b_1      1         6.260
sky130_fd_sc_hd__dfrtp_1      16         400.4
## cell type report
cell class                      count  area [sq um]
Multi-Input combinational cell     22         241.5
Fill cell                         421          3149
Timing Repair Buffer               41         442.9
Tap cell                           52         65.06
Clock buffer                        4         55.05
Sequential cell                    16         400.4
## metal layers
metal,part of all wire [%],vias up
met5,0,-
met3,14,2
met1,39,233
li1,-,216
met4,0.42,0
met2,47,26
## worst max-delay path by stage
| stage | cells past startpoint | to |
|---|---|---|
| CTS | 4 | mem[0][8] |
| global route | 4 | mem[0][7] |
| finish | 4 | mem[0][4] |
## power by group
group | switching [mW] | internal [mW]
Combinational | 0.0647 | 0.299
Clock | 0.136 | 0.232
Sequential | 0.0510 | 0.532
Total | 0.252 | 1.06
## repair_timing
action,4_1_cts,5_1_grt
hold buffers,0,0
resized,0,8
setup endpoints to repair,0,8
Power figures rest on the tool's default switching activity, not on a simulated workload.
