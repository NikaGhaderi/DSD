**design/flow/config.mk**
```make
export PLATFORM = sky130hd
export DESIGN_NAME = uart
export DESIGN_NICKNAME = uart
export VERILOG_FILES = /design/flow/design.v
export SDC_FILE = /design/flow/constraint.sdc
export NUM_CORES = 4
export LEC_CHECK = 1
export CORE_UTILIZATION = 40
```
**design/flow/run.sh**
```bash
#!/bin/bash
# OpenROAD 26Q1-2900-gdf79404cd8, Yosys 0.63+post, stock flow scripts
make -C /OpenROAD-flow-scripts/flow DESIGN_CONFIG=/design/flow/config.mk WORK_HOME=/design/flow/orfs finish
```
**design/flow/constraint.sdc**
```tcl
current_design uart

set clk_period 2.2
set clk_io_pct 0.2

create_clock -name clk0 -period $clk_period [get_ports {clk}]
create_clock -name clk1 -period $clk_period [get_ports {clk2}]

set non_clock_inputs [all_inputs -no_clocks]
set_input_delay [expr $clk_period * $clk_io_pct] -clock clk0 $non_clock_inputs
set_output_delay [expr $clk_period * $clk_io_pct] -clock clk0 [all_outputs]
```
**design/flow/design.v**
```verilog
module receiver # (
    parameter START_SIG = 1
) (
    input               rstN,
    input               clk,
    input               s_in,
    output  reg         received,
    output              check_parity,
    output  reg [6:0]   data
);
localparam S_IDLE       = 0;
localparam S_PARITY     = 1;
localparam S_RECEIVE    = 2;
localparam S_STOP       = 3;
reg [1:0]   state;
reg [2:0]   data_index;
reg         expected_parity;
wire        actual_parity;
assign actual_parity = ^data;
assign check_parity = actual_parity == expected_parity;
always @(posedge clk or negedge rstN) begin
    if (~rstN) begin
        state <= S_IDLE;
        data_index <= 0;
        received <= 0;
        data <= 0;
    end
    else begin
        case (state)
            S_IDLE: begin
                if (s_in == START_SIG) begin
                    data_index <= 0;
                    data <= 0;
                    state <= S_PARITY;
                    received <= 0;
                end
            end
            S_PARITY: begin
                expected_parity <= s_in;
                state <= S_RECEIVE;
            end
            S_RECEIVE: begin
                data[data_index] <= s_in;
                data_index <= data_index + 1;
                if (data_index == 6) begin
                    state <= S_STOP;
                end
            end
            S_STOP: begin
                state <= S_IDLE;
                received <= 1;
            end
            default: state <= S_IDLE;
        endcase
    end
end
endmodule
module sender # (
    parameter START_SIG = 1
) (
    input           rstN,
    input           clk,
    input           start,
    input   [6:0]   data_in,
    output  reg     s_out,
    output  reg     sent
);
localparam S_IDLE       = 0;
localparam S_START      = 1;
localparam S_PARITY     = 2;
localparam S_SEND       = 3;
localparam S_STOP       = 4;
reg [2:0]   state;
reg [6:0]   data;
reg [2:0]   data_index;
wire parity_sig;
assign parity_sig = ^data;
always @(posedge clk or negedge rstN) begin
    if (~rstN) begin
        state <= S_IDLE;
        data_index <= 0;
        s_out <= 0;
        sent <= 0;
    end
    else begin
        case (state)
            S_IDLE: begin
                if (start) begin
                    data_index <= 0;
                    data <= data_in;
                    state <= S_START;
                    sent <= 0;
                end
            end
            S_START: begin
                s_out <= START_SIG;
                state <= S_PARITY;
            end
            S_PARITY: begin
                s_out <= parity_sig;
                state <= S_SEND;
            end
            S_SEND: begin
                s_out <= data[data_index];
                data_index <= data_index + 1;
                if (data_index == 6)
                    state <= S_STOP;
            end
            S_STOP: begin
                s_out <= ~START_SIG;
                state <= S_IDLE;
                sent <= 1;
            end
            default: state <= S_IDLE;
        endcase
    end
end
endmodule
module uart #(
    parameter START_SIG = 1
) (
    input           rstN,
    input           clk,
    input           clk2,
    input           s_in,
    input           send,
    input   [6:0]   send_data,
    output          s_out,
    output          sent,
    output          received,
    output  [6:0]   received_data,
    output          check_receive_parity
);
sender #(START_SIG) SENDER (rstN, clk, send, send_data, s_out, sent);
receiver #(START_SIG) RECEIVER (rstN, clk2, s_in, received, check_receive_parity, received_data);
endmodule
```
==> impl_metrics.prom <==
# HELP chip_impl_metric Metrics from one implementation run
# TYPE chip_impl_metric gauge
chip_impl_metric{name="syn-instance-count",unit=""} 141
chip_impl_metric{name="global_route.usage.total",unit=""} 0.149
chip_impl_info{name="r2r_end",value="RECEIVER.data[4]"} 1
chip_impl_info{name="r2r_startpoint",value="RECEIVER.data_index[0]"} 1
chip_impl_metric{name="stage_log_warnings",unit=""} 30
chip_impl_metric{name="grt_max_degree",unit=""} 17
chip_impl_metric{name="comb_power_share",unit=""} 0.032
chip_impl_metric{name="route.antenna.diode_count",unit=""} 0
chip_impl_metric{name="synthAdderAreaFrac",unit=""} 0.0464
chip_impl_metric{name="post-cts-setup-buffers",unit=""} 0
chip_impl_metric{name="ys_area",unit="mm2"} 0.00162
chip_impl_metric{name="die_area",unit="mm2"} 0.00431
chip_impl_metric{name="globalRoute.totalOverflow",unit=""} 0
chip_impl_metric{name="p_per_cell_area",unit="mW/mm2"} 559
chip_impl_info{name="timing.critical_path.cells",value="xnor2_1 -> xnor2_1 -> xnor2_1 -> clkdlybuf4s50_1"} 1
chip_impl_metric{name="place_hpwl",unit="mm"} 2.12
chip_impl_metric{name="crit_path_max_incr_delay",unit="ns"} 0.47
chip_impl_metric{name="detail_route.vias_per_cell",unit=""} 5.06
chip_impl_metric{name="synth.cellmix.compoundShare",unit=""} 0.128
chip_impl_metric{name="seq_area_frac_synth",unit=""} 0.536
chip_impl_metric{name="max-cap-violations",unit=""} 0
chip_impl_metric{name="areaGrowthSynthToFinish",unit="%"} 22.0
chip_impl_metric{name="number_of_flops_mapped_to_enable_cells_by_yosys",unit=""} 8
chip_impl_info{name="flop_cell",value="dfrtp_1"} 1
chip_impl_metric{name="post-synth-top-area-fraction",unit=""} 0.355
chip_impl_metric{name="pwr-share-clk",unit=""} 0.401
chip_impl_info{name="startpoint_type",value="register"} 1
chip_impl_info{name="outcome",value="complete, no violations"} 1
chip_impl_metric{name="final_hold_viol_count",unit=""} 0
chip_impl_metric{name="numPlacedInstances",unit=""} 209
chip_impl_metric{name="drtAntennaViolNets",unit=""} 0
chip_impl_metric{name="route.detailed.drc",unit=""} 0
chip_impl_metric{name="setup-tns-final",unit="ns"} 0
chip_impl_metric{name="cts.sink_count",unit=""} 33
chip_impl_metric{name="dr_total_vias",unit=""} 1097
chip_impl_metric{name="post_synth_and_or_nand_nor_area_fraction",unit=""} 0.131
chip_impl_info{name="topCombFamilyByArea",value="simple AND/OR/NAND/NOR gates"} 1
chip_impl_metric{name="yosys_warnings",unit=""} 2
chip_impl_info{name="critPathKind",value="reg2out"} 1
chip_impl_metric{name="die-height",unit="um"} 65.6
chip_impl_metric{name="timing_worst_slew_pin_value",unit="ns"} 0.480
chip_impl_metric{name="synth.distinct_cells",unit=""} 36
chip_impl_metric{name="clock-skew-final",unit="ns"} 0.00359
chip_impl_info{name="global_route.peak_usage_layer",value="met1"} 1
chip_impl_metric{name="routedWlPerCell",unit="um"} 12.4
chip_impl_metric{name="syn-cell-area",unit="mm2"} 0.00162
chip_impl_metric{name="sequentialPowerShare",unit=""} 0.568
chip_impl_metric{name="cp_data_arrival_time",unit="ns"} 1.62
chip_impl_metric{name="synth_stat.cells",unit=""} 141
chip_impl_info{name="timing.critical_path.mode_cell",value="xnor2_1"} 1
chip_impl_metric{name="initial_antenna_violation_count",unit=""} 0
chip_impl_metric{name="num_io_pins",unit=""} 23
chip_impl_metric{name="finalHoldWorstSlack",unit="ns"} 0.377
chip_impl_metric{name="met1_usage",unit=""} 0.254
chip_impl_metric{name="chipWidth",unit="um"} 65.6
chip_impl_info{name="top_area_cell",value="dfrtp_1"} 1
chip_impl_metric{name="grt_use_met3",unit=""} 0.0458
chip_impl_metric{name="max-vdd-ir-drop",unit="V"} 0.000479
chip_impl_metric{name="critical_path_required",unit="ns"} 1.76
chip_impl_info{name="rsz_0062_raised_after_global_routing",value="false"} 1
chip_impl_metric{name="cp_max_fo",unit=""} 4
chip_impl_metric{name="final_layout_size_suffix_gt1_frac",unit=""} 0.0888
chip_impl_info{name="cts_tree",value="built"} 1
chip_impl_metric{name="rr_worst_depth",unit=""} 6
chip_impl_info{name="end_kind",value="output pin"} 1
chip_impl_info{name="holdPathEnd",value="SENDER.state[2]"} 1
chip_impl_metric{name="timing.max_slew.rel_slack",unit=""} 0.678
chip_impl_metric{name="power.static_leakage",unit="nW"} 0.822
chip_impl_info{name="worst_path_slowest_cell",value="clkdlybuf4s50_1"} 1
chip_impl_metric{name="io_buffer_count",unit=""} 21
chip_impl_metric{name="core",unit="mm2"} 0.00377
chip_impl_info{name="synthTopCellsByArea",value="dfrtp_1, edfxtp_1, xnor2_1"} 1
chip_impl_metric{name="finalWeightedCongestion",unit=""} 0.802
chip_impl_metric{name="cts_hold_buffers",unit=""} 0
chip_impl_metric{name="rows",unit=""} 22
chip_impl_metric{name="grt_pass1_vias",unit=""} 1029
chip_impl_metric{name="mux_share",unit=""} 0.0526
chip_impl_info{name="worstHoldStart",value="SENDER.state[3]"} 1
chip_impl_metric{name="power.internal",unit="mW"} 0.902
chip_impl_metric{name="xor_share",unit=""} 0.0811
chip_impl_metric{name="reg2reg_setup_slack",unit="ns"} 0.33
chip_impl_metric{name="power_switching",unit="mW"} 0.204
chip_impl_metric{name="globalRouteMet2Util",unit=""} 0.204
chip_impl_metric{name="finalSetupViolations",unit=""} 0
chip_impl_info{name="hold_path.class",value="reg2reg"} 1
chip_impl_metric{name="p_sw_frac",unit=""} 0.184
chip_impl_metric{name="wire_length_of_the_first_global_routing_pass",unit="mm"} 4.64
chip_impl_metric{name="totalWireLength",unit="mm"} 2.69
chip_impl_metric{name="postCtsResizedCells",unit=""} 0
chip_impl_metric{name="synth-seq-cells",unit=""} 33
chip_impl_metric{name="fp_util",unit=""} 0.429
chip_impl_metric{name="min_path_cells",unit=""} 0
chip_impl_metric{name="timing_max_transition_violations_final",unit=""} 0
chip_impl_metric{name="final_cells",unit=""} 217
chip_impl_metric{name="clkSlewWorstSetupHoldPaths",unit="ns"} 0.06
chip_impl_metric{name="ys_async_sr_fraction",unit=""} 0.758
chip_impl_metric{name="detail_route.iter0.violations",unit=""} 48
chip_impl_metric{name="post_synth.cell_area_avg",unit="um2"} 11.5
chip_impl_metric{name="drt_first_pass_iters",unit=""} 4
flip-flops by register name, summed over array words and instances, names as in the netlist:
| signal | count |
|---|---|
| RECEIVER.data | 7 |
| RECEIVER.data_index | 3 |
| RECEIVER.expected_parity | 1 |
| RECEIVER.received | 1 |
| RECEIVER.state | 4 |
| SENDER.data | 7 |
| SENDER.data_index | 3 |
| SENDER.s_out | 1 |
| SENDER.sent | 1 |
| SENDER.state | 5 |
worst max-delay path: cells and delay by family, from the launching register on:
| family | cells | cell delay, ns |
|---|---|---|
| xor gates and xnor gates | 3 | 0.49 |
| buffers and inverters | 1 | 0.47 |
| DFF | 1 | 0.41 |
cells in the final DEF, fill, tap and decap left out, types with 2 or more instances in the layout:
master and n:
and2_1 2, dfrtp_1 23, nor2_1 5, clkdlybuf4s50_1 21, xor2_1 2, xnor2_1 13
inv_1 5, o21ai_1 12, buf_4 2, ha_1 6, mux2i_1 4, nand2_1 14
edfxtp_1 8, nand3_1 2, nor3_1 2, dfstp_2 2, a22o_1 4, nand2b_1 3
o21ai_0 5, and3_1 3, a21boi_0 5, mux2_1 2, a21oi_1 2, clkbuf_8 6
o211ai_1 3
synth_stat cells (3+ instances only):
cell type,instances
edfxtp_1,8
inv_1,5
o21ai_1,12
dfrtp_1,23
xnor2_1,13
a21boi_0,5
o211ai_1,3
mux2i_1,4
nand2b_1,3
o21ai_0,5
ha_1,6
a22o_1,4
nand2_1,14
and3_1,3
nor2_1,5
metrics by stage:
stage	power [mW]	area (um2)	setup WS, ns	util
finish	1.11	1980	0.138	0.524
global route	1.16	1980	0.0259	0.524
CTS	1.12	1980	0.105	0.524
detailed placement	0.675	1880	0.161	0.500
global placement	0.674	1880	0.205	0.500
floorplan	0.644	1620	0.531	-
how the worst max path moves through the flow:
stage	from	end	slack (ns)	cells past startpoint
after CTS	RECEIVER.data[4]	check_receive_parity	0.10	4
after global routing	RECEIVER.data[4]	check_receive_parity	0.03	4
final	RECEIVER.data[4]	check_receive_parity	0.14	4
cells by family (layout without fill, tap and decap cells):
| logic type | after synthesis | in the layout |
|---|---|---|
| AND-OR/OR-AND | 33 | 33 |
| multiplexers | 7 | 7 |
| AND/OR/NAND/NOR | 39 | 39 |
| buffers and inverters | 8 | 36 |
| adder cells (fa/ha/maj) | 6 | 6 |
| flip-flops | 33 | 33 |
| XOR/XNOR | 15 | 15 |
power by group through the flow:
stage     combinational [mW]  clock, mW  sequential, mW
6_report              0.0350      0.443           0.628
5_1_grt               0.0390      0.492           0.627
4_1_cts               0.0362      0.459           0.627
metal layers:
layer	wire, um	up-vias
li1	-	551
met1	1440	522
met2	1100	22
met3	131	2
met4	13	0
met5	0	-
area by class of cell:
| type | count | area, um2 |
|---|---|---|
| clock buffers | 7 | 86.3 |
| clock inverters | 1 | 5.00 |
| fillers | 333 | 1800 |
| inverters | 5 | 18.8 |
| multi-input cells | 100 | 712 |
| flip-flops and latches | 33 | 868 |
| well taps | 48 | 60.1 |
| repair buffers | 23 | 225 |
Power and IR drop assume default switching activity.
